### config.mk
export PLATFORM = sky130hd
export DESIGN_NAME = mealy
export DESIGN_NICKNAME = mealy
export VERILOG_FILES = /design/flow/design.v
export SDC_FILE = /design/flow/constraint.sdc
export NUM_CORES = 4
export LEC_CHECK = 1
export CORE_AREA = 10 10 70 70
export DIE_AREA = 0 0 80 80
### constraint.sdc
current_design mealy

set clk_period 1.6
set clk_io_pct 0.2

create_clock -name clk0 -period $clk_period [get_ports {clk}]
create_clock -name clk1 -period $clk_period [get_ports {initial_clk}]

set non_clock_inputs [all_inputs -no_clocks]
set_input_delay [expr $clk_period * $clk_io_pct] -clock clk0 $non_clock_inputs
set_output_delay [expr $clk_period * $clk_io_pct] -clock clk0 [all_outputs]
### design.v
module counter #(
    parameter clk_frequency = 1
) (
    initial_clk,
    clk
);
    input initial_clk;
    output reg clk;
    reg [2:0] counter = 3'b000;
    always @(posedge initial_clk) begin
        if (counter < clk_frequency - 1) begin
            counter <= counter + 1;
            clk <= 0;
        end else begin
            counter <= 0;
            clk <= ~clk;
        end
    end
endmodule
module moore #(
    parameter clk_frequency = 1
) (
    initial_clk,
    clk,
    head,
    left,
    front,
    rotate
);
    input initial_clk, clk, head, left;
    output front, rotate;
    counter #(clk_frequency) frequency (
        initial_clk,
        clk
    );
    fsm_moore machine (
        clk,
        head,
        left,
        front,
        rotate
    );
endmodule
module mealy #(
    parameter clk_frequency = 1
) (
    initial_clk,
    clk,
    head,
    left,
    front,
    rotate
);
    input initial_clk, clk, head, left;
    output front, rotate;
    counter #(clk_frequency) frequency (
        initial_clk,
        clk
    );
    fsm_mealy machine (
        clk,
        head,
        left,
        front,
        rotate
    );
endmodule
module fsm_mealy (
    clk,
    head,
    left,
    front,
    rotate
);
    input clk, head, left;
    output reg front, rotate;
    parameter searching_wall = 2'b00, following_wall = 2'b01, rotating = 2'b10;
    reg [1:0] current_state, future_state;
    always @(posedge clk) current_state <= future_state;
    always @(current_state or head or left) begin
        case ({
            head, left
        })
            2'b00: begin
                future_state = searching_wall;
                front = 1'b1;
                rotate = 1'b0;
            end
            2'b01: begin
                future_state = following_wall;
                front = 1'b1;
                rotate = 1'b0;
            end
            2'b10: begin
                future_state = rotating;
                front = 1'b0;
                rotate = 1'b1;
            end
            2'b11: begin
                future_state = rotating;
                front = 1'b0;
                rotate = 1'b1;
            end
        endcase
        case (current_state)
            searching_wall:
            case ({
                head, left
            })
                2'b00: begin
                    future_state = searching_wall;
                    front = 1'b1;
                    rotate = 1'b0;
                end
                2'b01: begin
                    future_state = following_wall;
                    front = 1'b1;
                    rotate = 1'b0;
                end
                2'b10: begin
                    future_state = rotating;
                    front = 1'b0;
                    rotate = 1'b1;
                end
                2'b11: begin
                    future_state = rotating;
                    front = 1'b0;
                    rotate = 1'b1;
                end
            endcase
            following_wall:
            case ({
                head, left
            })
                2'b00: begin
                    future_state = searching_wall;
                    front = 1'b0;
                    rotate = 1'b1;
                end
                2'b01: begin
                    future_state = following_wall;
                    front = 1'b1;
                    rotate = 1'b0;
                end
                2'b10: begin
                    future_state = searching_wall;
                    front = 1'b0;
                    rotate = 1'b1;
                end
                2'b11: begin
                    future_state = rotating;
                    front = 1'b0;
                    rotate = 1'b1;
                end
            endcase
            rotating:
            case ({
                head, left
            })
                2'b00: begin
                    future_state = rotating;
                    front = 1'b0;
                    rotate = 1'b1;
                end
                2'b01: begin
                    future_state = following_wall;
                    front = 1'b1;
                    rotate = 1'b0;
                end
                2'b10: begin
                    future_state = rotating;
                    front = 1'b0;
                    rotate = 1'b1;
                end
                2'b11: begin
                    future_state = rotating;
                    front = 1'b0;
                    rotate = 1'b1;
                end
            endcase
        endcase
    end
endmodule
### run.sh
#!/bin/bash
# OpenROAD 26Q1-2900-gdf79404cd8, Yosys 0.63+post, stock flow scripts
make -C /OpenROAD-flow-scripts/flow DESIGN_CONFIG=/design/flow/config.mk WORK_HOME=/design/flow/orfs finish
==> qor.csv <==
stage;metric;value;unit
status;status;did not finish;
status;failing step;synthesis (1_2_yosys);
status;Stop Error;ERROR: Found 1 problems in 'check -assert'.;
yosys;Synth area leaders;dfxtp_1 53%, nor2b_4 9.2%, o21ba_1 6.7%, a211oi_1 5.0%, inv_1 5.0%;
yosys;xor/xnor share;0;
yosys;mux share;0;
yosys;warnings from Yosys;2;
yosys;Max-area cell share;0.533;
yosys;Synth Seq Share;0.533;
yosys;compound-cell area share of the yosys netlist;0.200;
yosys;simple share;0.217;
yosys;Chip Area, Yosys;150;um^2
yosys;fa+ha+maj area frac;0;
yosys;Synth cell types;10;
yosys;yosys cell count;15;
yosys;Dominant comb cell;simple AND/OR/NAND/NOR gates;
yosys;#FFs+latches synth;4;
yosys;largest area contributor in the netlist;dfxtp_1;
-- cells in the mapped netlist, drive strengths merged --
| master | n |
|---|---|
| dfxtp | 4 |
| nor3 | 1 |
| nor2b | 1 |
| nor2 | 2 |
| o21ba | 1 |
| inv | 2 |
| a211oi | 1 |
| a21oi | 1 |
| o21bai | 1 |
| nand2b | 1 |
-- logic make-up after synthesis --
group,after synthesis
DFF,4
and+or+nand+nor,5
AOI/OAI and AO/OA,4
buffers and inverters,2
