--- ./run.sh ---
#!/bin/bash
# OpenROAD 26Q1-2900-gdf79404cd8, Yosys 0.63+post, stock flow scripts
make -C /OpenROAD-flow-scripts/flow DESIGN_CONFIG=/design/flow/config.mk WORK_HOME=/design/flow/orfs finish
--- ./config.mk ---
export PLATFORM = sky130hd
export DESIGN_NAME = moore
export DESIGN_NICKNAME = moore
export VERILOG_FILES = /design/flow/design.v
export SDC_FILE = /design/flow/constraint.sdc
export NUM_CORES = 4
export LEC_CHECK = 1
export CORE_AREA = 10 10 70 70
export DIE_AREA = 0 0 80 80
--- ./constraint.sdc ---
current_design moore

set clk_period 1.4
set clk_io_pct 0.2

create_clock -name clk0 -period $clk_period [get_ports {clk}]
create_clock -name clk1 -period $clk_period [get_ports {initial_clk}]

set non_clock_inputs [all_inputs -no_clocks]
set_input_delay [expr $clk_period * $clk_io_pct] -clock clk0 $non_clock_inputs
set_output_delay [expr $clk_period * $clk_io_pct] -clock clk0 [all_outputs]
--- ./design.v ---
module counter #(
    parameter clk_frequency = 1
) (
    initial_clk,
    clk
);
    input initial_clk;
    output reg clk;
    reg [2:0] counter = 3'b000;
    always @(posedge initial_clk) begin
        if (counter < clk_frequency - 1) begin
            counter <= counter + 1;
            clk <= 0;
        end else begin
            counter <= 0;
            clk <= ~clk;
        end
    end
endmodule
module moore #(
    parameter clk_frequency = 1
) (
    initial_clk,
    clk,
    head,
    left,
    front,
    rotate
);
    input initial_clk, clk, head, left;
    output front, rotate;
    counter #(clk_frequency) frequency (
        initial_clk,
        clk
    );
    fsm_moore machine (
        clk,
        head,
        left,
        front,
        rotate
    );
endmodule
module mealy #(
    parameter clk_frequency = 1
) (
    initial_clk,
    clk,
    head,
    left,
    front,
    rotate
);
    input initial_clk, clk, head, left;
    output front, rotate;
    counter #(clk_frequency) frequency (
        initial_clk,
        clk
    );
    fsm_mealy machine (
        clk,
        head,
        left,
        front,
        rotate
    );
endmodule
module fsm_moore (
    clk,
    head,
    left,
    front,
    rotate
);
    input clk, head, left;
    output front, rotate;
    parameter searching_wall = 2'b00, following_wall = 2'b01, rotating = 2'b10, reset_route = 2'b11;
    reg [1:0] current_state, future_state;
    always @(posedge clk) current_state <= future_state;
    assign front  = ~future_state[1];   
    assign rotate = future_state[1];   
    always @(current_state or head or left) begin
        case (current_state)
            searching_wall:
            case ({
                head, left
            })
                2'b00: future_state = searching_wall;
                2'b01: future_state = following_wall;
                2'b10: future_state = rotating;
                2'b11: future_state = rotating;
            endcase
            following_wall:
            case ({
                head, left
            })
                2'b00: future_state = reset_route;
                2'b01: future_state = following_wall;
                2'b10: future_state = reset_route;
                2'b11: future_state = rotating;
            endcase
            rotating:
            case ({
                head, left
            })
                2'b00: future_state = rotating;
                2'b01: future_state = following_wall;
                2'b10: future_state = rotating;
                2'b11: future_state = rotating;
            endcase
            default:
            case ({
                head, left
            })
                2'b00: future_state = searching_wall;
                2'b01: future_state = following_wall;
                2'b10: future_state = rotating;
                2'b11: future_state = rotating;
            endcase
        endcase
    end
endmodule
==> results.sh <==
# flow metrics
export IMPL_ys_seq_frac=0.417
export IMPL_yosysChipArea_sq_um=144
export IMPL_stop_stage="synthesis (1_2_yosys)"
export IMPL_top_cell_area_share=0.417
export IMPL_area_leaders="dfxtp_1 42%, ha_1 17%, inv_1 7.8%, or3_4 7.8%, o211a_1 7.0%"
export IMPL_ys_cells=15
export IMPL_synth_flops=3
export IMPL_ff_type="dfxtp_1"
export IMPL_firstError="ERROR: Found 1 problems in 'check -assert'."
export IMPL_async_flop_share=0
export IMPL_status="stopped before the end"
export IMPL_edf_count=0
export IMPL_yosysTopAreaCell="dfxtp_1"
export IMPL_synth_cell_types=10
export IMPL_yosys_warnings=2
export IMPL_yosys_top_cells_count="3 x dfxtp_1, 3 x inv_1, 2 x ha_1"
[logic make-up after synthesis]
kind of cell               synth area share
and+or+nand+nor                       0.174
adders and majority gates             0.174
buffers and inverters                0.0783
DFF                                   0.417
AOI/OAI and AO/OA                     0.157
